**run.sh**
```bash
#!/bin/bash
# OpenROAD 26Q1-2900-gdf79404cd8, Yosys 0.63+post, stock flow scripts
make -C /OpenROAD-flow-scripts/flow DESIGN_CONFIG=/design/flow/config.mk WORK_HOME=/design/flow/orfs finish
```
**config.mk**
```make
export PLATFORM = sky130hd
export DESIGN_NAME = pipesadder
export DESIGN_NICKNAME = pipesadder
export VERILOG_FILES = /design/flow/design.v
export SDC_FILE = /design/flow/constraint.sdc
export NUM_CORES = 4
export LEC_CHECK = 1
export CORE_UTILIZATION = 50
```
**constraint.sdc**
```tcl
current_design pipesadder

set clk_period 8.9
set clk_io_pct 0.2

create_clock -name clk0 -period $clk_period [get_ports {clk}]

set non_clock_inputs [all_inputs -no_clocks]
set_input_delay [expr $clk_period * $clk_io_pct] -clock clk0 $non_clock_inputs
set_output_delay [expr $clk_period * $clk_io_pct] -clock clk0 [all_outputs]
```
**design.v**
```verilog
`timescale 1ns / 1ps
module addeight(a,b, cin, sum,cout);
input [15:0] a,b;
input cin;
output [15:0] sum;
output cout;
wire c1,c2,c3;
addfour cla1 (.a(a[3:0]), .b(b[3:0]), .cin(cin), .sum(sum[3:0]), .cout(c1));
addfour cla2 (.a(a[7:4]), .b(b[7:4]), .cin(c1), .sum(sum[7:4]), .cout(c2));
addfour cla3(.a(a[11:8]), .b(b[11:8]), .cin(c2), .sum(sum[11:8]), .cout(c3));
addfour cla4(.a(a[15:12]), .b(b[15:12]), .cin(c3), .sum(sum[15:12]), .cout(cout));
endmodule
`timescale 1ns / 1ps
module addfour(a,b, cin, sum,cout);
input [3:0] a,b;
input cin;
output [3:0] sum;
output cout;
wire [3:0] p,g,c;
assign p=a^b;
assign g=a&b;
assign c[0]=cin;
assign c[1]= g[0]|(p[0]&c[0]);
assign c[2]= g[1] | (p[1]&g[0]) | p[1]&p[0]&c[0];
assign c[3]= g[2] | (p[2]&g[1]) | p[2]&p[1]&g[0] | p[2]&p[1]&p[0]&c[0];
assign cout= g[3] | (p[3]&g[2]) | p[3]&p[2]&g[1] | p[3]&p[2]&p[1]&g[0] | p[3]&p[2]&p[1]&p[0]&c[0];
assign sum=p^c;
endmodule
`timescale 1ns / 1ps
module addthirtytwobit(a,b, cin, sum,cout);
input [31:0] a,b;
input cin;
output [31:0] sum;
output cout;
wire C1;
addeight cla1 (.a(a[15:0]), .b(b[15:0]), .cin(cin), .sum(sum[15:0]), .cout(C1));
addeight cla2 (.a(a[31:16]), .b(b[31:16]), .cin(C1), .sum(sum[31:16]), .cout(cout));
endmodule
`timescale 1ns / 1ps
module pipesadder(input clk,
input rst,
input [31:0]a,
input [31:0]b,
input cin,
output reg[31:0]sum,
output reg cout
 );
 reg [31:0] a_r,b_r;
 reg c_in;
 wire [31:0] s_r;
 wire c_r;
 addthirtytwobit uut(.a(a_r), .b(b_r), .cin(c_in), .sum(s_r), .cout(c_r));
 always @ (posedge clk or posedge rst) begin
 if(rst)
 begin
 a_r<=32'b00000000000000000000000000000000;
 b_r<=32'b00000000000000000000000000000000;
 c_in<=1'b00000000000000000000000000000000;
 end
 else
 begin
 a_r<=a;
 b_r<=b;
 c_in<=cin;
 sum<=s_r;
 cout<=c_r;
 end
 end
endmodule
```
==> run notes <==
flow finished, numbers: DP Wirelength=4619 microns, Synth Seq Share=0.6583, clk ins delay skew pair=0.35 ns, CTS tree=done, Cell Area, Synth=3976 sq um, Tool Warnings=26, RSZ-0062 raised after global routing=false, Post-CTS Setup Bufs=0, final setup skew=0.009954 ns, yosys stat cell total=264, Worst VDD drop=0.00009747 V, Die W=91.18 microns, Setup CP Type=primary input to register, reg2reg start=a_r[9], Pins Over Slew Limit=0, DR WL/cell=12.70 microns, Critical Path Fanout Max=52, fin worst setup slack=5.569 ns, most frequent cell after synthesis=dfrtp_1, Routed Wire Length=6120 microns, drt pass-1 iters=4, Comb area=1318 sq um, pwr/cell area=182.1 nW/um^2, final instance area=5313 sq um, vias in the first global route=2379, setup violators final=0, total number of vias=2341, sequential share of power=0.541, initial cell density of the core=0.5146, placed inst area=5105 sq um, vias per inst=4.857, CTS Hold Bufs=0, YS chip area=3976 sq um, Worst Hold End=sum[28], Antenna diodes=0, Flop area=2618 sq um, Syn. warnings=1, Setup crit end kind=register, Iter 0 DRT Violations=54, Reg-to-Reg End=sum[24], worst path arrival time=3.33 ns, row count=32, Worst slew margin=0.5958, Setup WS pre-CTS=5.143 ns, GRT overflow=0, most instantiated cells after synthesis=dfrtp_1, edfxtp_1, ha_1, a21oi_1, a21o_1, final core occ=0.6875, DRC violations left=0, clock slew seen by the registers of the worst setup and hold paths=0.08 ns, share of layout cells above drive strength 1=0.05526, pin count of the biggest net entering global routing=53, Die Ht=91.18 microns, switch share=0.2281, fill cell count=548, part of the cycle the worst path needs=0.3743, CTS root buffer=clkbuf_8, Switch Pwr=0.2206 mW, ys flops=98, IO Count=100, Synth Instances=264, synthesis-to-finish area growth=33.61%, GPL Wtd Cong=0.8022, post_cts resized=0, asr flop ratio synth=0.6633, CP Launch Type=primary input, Die ar.=8313 sq um, number of flops mapped to enable cells by yosys=33, worst min path class=register to register, clock network fraction of total power=0.292, Gate power share=0.167, gr usage total=0.1738, worst path required time=8.90 ns, Max Root-Sink Buffers=2, mean post-synth cell area=15.06 sq um, Lkg Pwr=2.254 nW, H-tree levels=3, Top cell area share=0.4091, r2r setup slk=6.04 ns, core area=7727 sq um, hold-critical path depth=1, Int Power=0.7467 mW, status=finished, final reports clean, Tmin final=3.331 ns, reg2reg path depth=8, initial antenna violation count=0, total clock sinks=98, Slew @ Worst Pin=0.6064 ns, post-synth top area cell=dfrtp_1, count of cell types in the netlist=36, Dominant Register Cell=dfrtp_1, Inserted Clock Buffers=9, Max Clock Freq=300.2 MHz, first-pass GRT wire length=10710 microns, hold_sp=b_r[28], Main area contributors=dfrtp_1, edfxtp_1, ha_1, fa_1, a21o_1, setup_tns=0 ns, max-cap check violation count=0, Antenna Nets Post-Route=0, port bufs=99, endpoints failing hold=0
per-stage QoR:
stage               cells  total power, mW  hold WS (ns)
floorplan             264           0.6088        0.6076
global placement      466           0.6949        0.6168
detailed placement    466           0.6974        0.6225
CTS                   482           0.9813        0.6449
global route          482            1.024        0.6785
finish                482           0.9673        0.6358
kinds of logic (layout without fill, tap and decap cells):
| family | count (synthesis) | after routing | synth area share |
|---|---|---|---|
| DFF | 98 | 98 | 0.6583 |
| AOI/OAI and AO/OA | 54 | 54 | 0.09440 |
| adders and majority gates | 40 | 40 | 0.1410 |
| and+or+nand+nor | 39 | 39 | 0.04752 |
| xor gates and xnor gates | 22 | 22 | 0.04846 |
| buffers and inverters | 11 | 127 | 0.01038 |
layout make-up:
cell class | instances | area share
well taps | 102 | 0.02402
inverters | 11 | 0.008243
clock buffers | 12 | 0.03344
clock inverters | 4 | 0.005652
multi-input cells | 155 | 0.2480
flip-flops and latches | 98 | 0.4927
repair buffers | 100 | 0.1879
state kept, by name, summed over array words and instances, names as in the netlist:
name,flops
a_r,32
b_r,32
c_in,1
cout,1
sum,32
worst max-delay path, stage by stage:
cell	delay [ns]
clkdlybuf4s50_1	0.44
inv_4	0.47
buf_4	0.59
cell usage in the layout, fill, tap and decap left out, types with 2 or more instances in the layout:
cell type        instances
nor2b_1                  2
nand3_1                  6
inv_1                   10
fa_1                     8
xor2_1                  12
a31oi_1                  2
nor2_1                  10
clkbuf_16                2
clkbuf_8                 9
nand4_1                  4
xnor2_1                 10
a21o_1                  14
o21bai_1                 3
o21ai_0                  5
clkdlybuf4s50_1         99
a21oi_1                 17
ha_1                    32
dfrtp_1                 65
edfxtp_1                33
nand2_1                 11
worst max-delay path by stage:
stage     start  endpoint  cells after the start
6_report    rst      cout                      3
5_1_grt     rst   sum[23]                      3
4_1_cts     rst   sum[23]                      3
routing by layer:
metal	up-vias	wire length, microns	track usage	part of all wire
li1	1171	-	-	-
met3	9	396	0.04337	0.065
met4	0	104	0.02381	0.017
met1	1091	2802	0.2887	0.46
met2	70	2818	0.2633	0.46
met5	-	0	0	0
power groups by stage:
stage / combinational (mW) / sequential, mW / clock [mW]
CTS: 0.165 / 0.524 / 0.292
global route: 0.183 / 0.527 / 0.314
finish: 0.162 / 0.524 / 0.282
Power is estimated from default activity; no workload was simulated.
